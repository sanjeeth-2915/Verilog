File: ./config.mk
export PLATFORM = sky130hd
export DESIGN_NAME = up_counter
export DESIGN_NICKNAME = up_counter
export VERILOG_FILES = /design/flow/design.v
export SDC_FILE = /design/flow/constraint.sdc
export NUM_CORES = 4
export LEC_CHECK = 1
export CORE_AREA = 10 10 70 70
export DIE_AREA = 0 0 80 80
File: ./constraint.sdc
current_design up_counter

set clk_period 1.0
set clk_io_pct 0.2

create_clock -name clk0 -period $clk_period [get_ports {clk}]

set non_clock_inputs [all_inputs -no_clocks]
set_input_delay [expr $clk_period * $clk_io_pct] -clock clk0 $non_clock_inputs
set_output_delay [expr $clk_period * $clk_io_pct] -clock clk0 [all_outputs]
File: ./design.v
module up_counter (
    input wire clk,       
    input wire reset,  
    output reg [3:0] count
);
    always @(posedge clk or posedge reset) begin
        if (reset)
            count <= 4'b0000; 
        else
            count <= count + 1;
    end
endmodule
File: ./run.sh
#!/bin/bash
# OpenROAD 26Q1-2900-gdf79404cd8, Yosys 0.63+post, stock flow scripts
make -C /OpenROAD-flow-scripts/flow DESIGN_CONFIG=/design/flow/config.mk WORK_HOME=/design/flow/orfs finish
==> reports/results.tsv <==
stage	metric	value	unit
outcome	status	complete, no violations	
layout	largest reg by FF count	count	
die	die area	0.00640	mm²
pwr	Sw Pwr	67.3	µW
final_timing	RSZ-0062 raised after global routing	no	
setup_path	Worst R2R Path Depth	3	
layout	Filler cells	403	
grt	GRT Resource Usage Total	0.0158	
clock_network	CTS Buf Count	3	
logic_synthesis	dominant cell type by area after synthesis	dfrtp_1	
logic_synthesis	Dominant cell area share	0.702	
logic_synthesis	Post-synth EDFFs	0	
logic_synthesis	Yosys Chip Area	143	µm²
clock_network	Max clock buf depth	2	
die	FP Core Util	0.0418	
setup_path	Worst EP required	1.12	ns
clock_network	Clock H-tree levels	1	
setup_path	Crit Path Class	register to register	
final_timing	Final setup viols	0	
layout	Finished Layout Cells	70	
logic_synthesis	register share after synthesis	0.702	
setup_path	Buf/Inv on CP	1	
placed_design	GPL Wtd Cong	0.657	
clock_network	clock tree sinks	4	
grt	grt total ovfl	0	
setup_path	CP top delay family	flip-flops	
route	routed vias	122	
placed_design	DP Cell Count	64	
logic_synthesis	ys cells	10	
pwr	peak supply drop	165	µV
logic_synthesis	Mapped Area	143	µm²
flow_run	Max Cap Violations	0	
logic_synthesis	Synth top cell by count	dfrtp_1	
route	Antenna Cells	0	
logic_synthesis	count of different cell masters after synthesis	6	
logic_synthesis	Avg Cell Area, Syn	14.3	µm²
logic_synthesis	Async SR Flop Fraction	1.00	
layout	Layout Area Growth over Synthesis	111	%
setup_path	Reg-to-Reg End	count[2]	
final_timing	Final Cycle Share	0.949	
clock_network	hold buffer count at cts	0	
setup_path	Critical Path Start Type	register	
die	Core Box Area	0.00342	mm²
clock_network	Latency at later pin	0.23	ns
route	routed vias/inst	1.74	
clock_network	Worst-path clk slew	0.04	ns
worst_hold_path	min-delay worst type	primary input to asynchronous set/reset pin	
layout	layout cells sized above 1	0.583	
logic_synthesis	Synth Instances	10	
logic_synthesis	number of synthesis warnings	1	
final_timing	Post-Route Skew	0.00213	ns
layout	biggest registers after layout	count: 4 flops	
setup_path	CP max-delay cell	dfrtp_1	
final_timing	setup_tns	0	ns
setup_path	crit path max fanout	3	
grt	antenna violations before repair	0	
pwr	Sequential Power Share	0.442	
clock_network	CTS root buffer	clkbuf_4	
logic_synthesis	biggest area cells	dfrtp_1, ha_1, xnor2_1	
layout	max reg flops	4	
route	drt total wl	433	µm
route	Detail Route Antenna Nets	0	
route	wire per inst	6.19	µm
setup_path	CP Depth	3	
pwr	Power Density	1230	mW/mm²
final_timing	Pins Over Slew Limit	0	
pwr	Int Power	301	µW
pwr	Sw Ratio	0.183	
setup_path	CP Capture Type	register	
route	First-pass DRT Iterations	2	
die	row count	21	
final_timing	Least-Margin Pin Slew	0.144	ns
route	DRC errors left	0	
pwr	overall power	368	µW
die	IO Pins	6	
route	Starting DRT DRC Count	5	
setup_path	R2R Setup Slk	0.05	ns
final_timing	Min Hold Slack	0.151	ns
layout	fin util	0.0879	
logic_synthesis	Registers, synthesis	4	
pwr	LEAKAGE	0.000153	µW
pwr	Combinational Power Share	0.019	
final_timing	Max Clk Rate	1050	MHz
final_timing	max_slew headroom	0.904	
setup_path	Cell Chain, Critical Path	buf_4 -> ha_2 -> xor2_1	
setup_path	WP data arrival	1.07	ns
flow_run	tool warnings	26	
final_timing	Final Hold Viols	0	
logic_synthesis	main flop type	dfrtp_1	
die	Die Y	80	µm
logic_synthesis	top cells by count, synth	dfrtp_1, inv_1	
pwr	Clock power frac	0.539	
grt	largest net degree at the start of global routing	5	
grt	first-pass GRT wire length	690	µm
setup_path	slowest cell delay on critical path	0.38	ns
die	die width	80	µm
clock_network	CTS tree	yes	
setup_path	worst r2r src	count[0]	
grt	vias in the first global route	151	
placed_design	Port-buffer cells	5	
final_timing	fin crit period	0.949	ns
-- power groups by stage --
stage                 clock (µW)  sequential [µW]  combinational (µW)
after CTS                    210              163                7.06
after global routing         222              163                8.01
final                        198              163                6.91
-- cell usage in the layout, fill, tap and decap left out --
cell / Yosys / layout
xnor2_1: 1 / 1
ha_2: 0 / 1
dfrtp_1: 4 / 4
inv_1: 2 / 2
buf_4: 0 / 6
clkbuf_2: 0 / 3
clkdlybuf4s50_1: 0 / 1
xor2_1: 1 / 1
nand3_1: 1 / 1
buf_2: 0 / 1
clkbuf_4: 0 / 3
-- through the flow --
stage               area (µm²)  setup WS, ns
floorplan                  143         0.179
global placement           273       -0.0870
detailed placement         273       -0.0949
CTS                        313       -0.0327
global route               300        0.0195
finish                     300        0.0514
-- worst register-to-register path: stages (launching register included) --
cell     delay [ns]
dfrtp_1        0.38
buf_4          0.15
ha_2           0.18
xor2_1         0.13
-- layout make-up --
type,instances,area (µm²),area share
multi-input combinational,4,37.5,0.125
tap,46,57.6,0.192
timing repair buffer,11,75.1,0.250
sequential,4,100,0.333
inverter,2,7.51,0.0250
clock buffer,3,22.5,0.0750
-- how the worst max path moves through the flow --
stage                    start  endpoint  slack, ns
after CTS             count[0]  count[0]      -0.03
after global routing  count[0]  count[2]       0.02
final                 count[0]  count[2]       0.05
-- metal layers --
layer  vias up  GRT usage  routed length (µm)
met4         0    0.00704                   0
met1        57     0.0134                 187
met3         0     0.0295                 120
li1         59          -                   -
met2         6     0.0144                 125
met5         -          0                   0
-- kinds of logic after synthesis --
| kind of cell | synth area share |
|---|---|
| adders and majority gates | 0.0877 |
| xor gates and xnor gates | 0.123 |
| buffers and inverters | 0.0527 |
| and+or+nand+nor | 0.0351 |
| DFF | 0.702 |
-- timing repair --
| item | 4_1_cts | 5_1_grt |
|---|---|---|
| setup buffers | 3 | 0 |
| resized | 10 | 4 |
| gates cloned | 0 | 0 |
| endpoints found under the setup margin | 4 | 4 |
No activity file was given, so power comes from the tool's default toggle rates.
